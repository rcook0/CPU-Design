<file path="design/flow/config.mk">
export PLATFORM = sky130hd
export DESIGN_NAME = interlock_unit
export DESIGN_NICKNAME = interlock_unit
export VERILOG_FILES = /design/flow/design.v
export SDC_FILE = /design/flow/constraint.sdc
export NUM_CORES = 4
export LEC_CHECK = 1
export CORE_AREA = 10 10 70 70
export DIE_AREA = 0 0 80 80
</file>
<file path="design/flow/constraint.sdc">
current_design interlock_unit

set clk_period 2.5
set clk_io_pct 0.2

create_clock -name clk0 -period $clk_period

set non_clock_inputs [all_inputs -no_clocks]
set_input_delay [expr $clk_period * $clk_io_pct] -clock clk0 $non_clock_inputs
set_output_delay [expr $clk_period * $clk_io_pct] -clock clk0 [all_outputs]
</file>
<file path="design/flow/design.v">
package mc_common_pkg;
  parameter int XLEN   = 32;
  parameter int NCORES = 2;
  typedef logic [XLEN-1:0] xlen_t;
  typedef struct packed { logic valid, wr, atomic, is_ifetch; logic [1:0] size; xlen_t addr, wdata; } mem_req_t;
  typedef struct packed { logic valid, sc_success; xlen_t rdata; } mem_resp_t;
endpackage
`timescale 1ns/1ps
module interlock_unit #(parameter REGW=5)(input logic v_mem,input logic[REGW-1:0] rd_mem,input logic we_mem,
input logic[REGW-1:0] rs1_id,input logic[REGW-1:0] rs2_id,output logic stall_id);
  assign stall_id = we_mem && v_mem && (rd_mem!='0) && ((rd_mem==rs1_id)||(rd_mem==rs2_id));
endmodule
</file>
<file path="design/flow/run.sh">
#!/bin/bash
# OpenROAD 26Q1-2900-gdf79404cd8, Yosys 0.63+post, stock flow scripts
make -C /OpenROAD-flow-scripts/flow DESIGN_CONFIG=/design/flow/config.mk WORK_HOME=/design/flow/orfs finish
</file>
==> writeup.txt <==
The flow ran to the end, and the final reports show no timing, DRC or antenna violations. The sequential cell area was 0 um^2. The detailed-route vias per instance is 2.30. With the count of pins over their slew limit at 0, the clock period minus final worst setup slack is 2420 ps. The run gives 195% for the relative area change from synthesis to final layout. The run gives 217 as the via count of the first global-routing pass. The type of the tightest min-delay check was input pin to output port.

The post-layout instance area came out at 392 um^2. The run gives 18 for the number of buffers added on ports. Cells fill 11.5% of the core in the end. The final layout contains a sequential cell count of 0.

The OpenROAD report gives the critical path a required time of 2000 ps. With the maximum clock rate at 0.414 GHz, the total tool warning count is 32. Synthesis produced 17 cells. The tools report the largest voltage drop on the vdd net as 33.0 uV.

18 I/O pins were placed. Yosys reports a chip area of 133 um^2. Setup repair after global routing left no endpoint under its margin. The power report attributes to the combinational group a share of 100.0%.

With the clock network power share at 0%, the internal power contribution is 0.0350 mW. Once the clock tree was built, the resizer swapped 5 gates to a different size. The tools report the type of element capturing the critical path as an output port. The number of placement rows was 21; the clock buffer instance count of the final layout was 0. For this run, design rule violations remaining after detail routing come to 0. The logs give 0 for the sum of overflow across all layers after global routing and 1 for the first-pass detailed-route iteration total. After detailed placement, the total cell area comes to 393 um^2. The number of antenna diodes in the final layout is 0. The first global-routing pass estimated 1190 um of wire. The power report attributes to the sequential group a share of 0%. The run gives 0 as the initial antenna violation count.

The run gives 0 as the setup-violating endpoint count in the final report. The maximum number of pins on one net before global-route repair is 4. The core region is 0.00342 mm^2. For the number of routed nets with antenna violations, the log shows 0. Looking at the critical path, the highest net fanout was 2. The warning tally printed by Yosys for this design is 0. Cell area after technology mapping: 133 um^2.

With the endpoint arrival time on the critical path at 1920 ps, the global-route total usage across every layer is 2.36%. Per the detailed-route log, wirelength across all metal layers totals 699 um. The switching part of the total power is 31.3%.

For this block, the via count after detailed routing is 193. With the overall die width at 80 um, the y dimension of the die is 80 um. The netlist uses 7 different library cells. The first routing iteration left 0 violations. The routed wire length per instance was 8.32 um; the proportion of layout cells with a drive suffix above 1 was 13.2%.

The maximum single-stage delay on the critical path was 540 ps. After synthesis, flip-flops and latches occupy 0% of the total area. The run gives 0 as the count of hold buffers inserted by post-cts repair. Checking max transition, the worst relative margin is 87.9%. The full die area came out at 0.00640 mm^2.

Per the STA report, the cell with the highest stage delay on the worst path is sky130_fd_sc_hd__or4_4. For this design, Yosys synthesis ends with a cell count of 17. With the average cell area after synthesis at 7.80 um^2, the switching power is 0.0160 mW.

The logs give 0 for the number of max-cap violations and 0.838 for the placer's final routability congestion estimate. The pin slew with the least headroom to its limit was 180 ps; the leakage power of the design was 0.137 nW. The power per cell area works out to 130 mW/mm^2. Looking at the setup timing report, the critical path kind is input pin to output port.

STA classifies the critical path startpoint as an input pin. The run gives 0 for the final hold violation count. Counting tap cells, the placed design contains a total of 84 instances. Looking at the post-CTS report, the setup buffer insertion count equals 0.

Once the floorplan was initialized, standard cells occupied 3.88% of the core. Of the available clock period, the critical path in the final layout requires 96.6%. The run gives 84 for the final cell count without fillers. The signal on the critical path passes through clkdlybuf4s50_1 > or4_4 > o211ai_2 > a21oi_1 > dlygate4sd2_1.
[kinds of logic (layout without fill, tap and decap cells)]
kind of cell    count (synthesis)  after routing  synth area share (%)
xor+xnor                       10             10                  66.0
compound gates                  2              2                  13.2
buf+inv                         0             21                     0
simple gates                    5              5                  20.8
[worst max-delay path, delay by kind of cell]
family | cells | cell delay [ps]
buffers and inverters | 2 | 670
and+or+nand+nor | 1 | 540
AOI/OAI and AO/OA | 2 | 200
[cell usage after synthesis, drive strengths merged]
library cell / number / share of area [%]
or4: 1 / 5.7
a21oi: 1 / 3.8
nor3: 2 / 7.5
nand3: 2 / 7.5
xnor2: 4 / 26
o211ai: 1 / 9.4
xor2: 6 / 40
[cell usage in the layout, fill, tap and decap left out, drive strengths merged]
cell / synthesis / routed
buf: 0 / 3
a21oi: 1 / 1
xor2: 6 / 6
nor3: 2 / 2
o211ai: 1 / 1
xnor2: 4 / 4
or4: 1 / 1
dlygate4sd2: 0 / 4
nand3: 2 / 2
clkdlybuf4s50: 0 / 14
[worst paths after layout]
path	from	endpoint	slack (ps)	cells past startpoint
worst max-delay path	rd_mem[3]	stall_id	80	5
worst min-delay path	we_mem	stall_id	1750	4
[metrics by stage]
| stage | hold slack (ps) | power, mW | setup slack (ps) | TNS, ps |
|---|---|---|---|---|
| floorplan | 1060 | 0.0148 | 810 | 0 |
| global placement | 1960 | 0.0535 | -128 | -128 |
| detailed placement | 1940 | 0.0530 | -161 | -161 |
| CTS | 1760 | 0.0520 | 74.1 | 0 |
| global route | 1790 | 0.0559 | 13.7 | 0 |
| finish | 1750 | 0.0510 | 84.6 | 0 |
[cell type report]
cell class / instances / area, um^2
Timing Repair Buffer: 21 / 198
Multi-Input combinational cell: 17 / 136
Fill cell: 411 / 3020
Tap cell: 46 / 57.6
[metal layers]
| metal | global-route usage, % | up-vias | part of all wire [%] |
|---|---|---|---|
| met5 | 0 | - | 0 |
| met4 | 0 | 0 | 0 |
| met3 | 0.682 | 0 | 7.4 |
| met2 | 4.17 | 6 | 54 |
| met1 | 2.90 | 85 | 38 |
| li1 | - | 102 | - |
[power groups by stage]
stage	Clock (mW)	Sequential (mW)	Combinational, mW
CTS	0	0	0.0520
global route	0	0	0.0559
finish	0	0	0.0510
Power figures rest on the tool's default switching activity, not on a simulated workload.
