===== ./config.mk =====
export PLATFORM = sky130hd
export DESIGN_NAME = regfile_dualport
export DESIGN_NICKNAME = regfile_dualport
export VERILOG_FILES = /design/flow/design.v
export SDC_FILE = /design/flow/constraint.sdc
export NUM_CORES = 4
export LEC_CHECK = 1
export CORE_UTILIZATION = 30

===== ./constraint.sdc =====
current_design regfile_dualport

set clk_period 6.3
set clk_io_pct 0.2

create_clock -name clk0 -period $clk_period [get_ports {clk}]

set non_clock_inputs [all_inputs -no_clocks]
set_input_delay [expr $clk_period * $clk_io_pct] -clock clk0 $non_clock_inputs
set_output_delay [expr $clk_period * $clk_io_pct] -clock clk0 [all_outputs]

===== ./design.v =====
package mc_common_pkg;
  parameter int XLEN   = 32;
  parameter int NCORES = 2;
  typedef logic [XLEN-1:0] xlen_t;
  typedef struct packed { logic valid, wr, atomic, is_ifetch; logic [1:0] size; xlen_t addr, wdata; } mem_req_t;
  typedef struct packed { logic valid, sc_success; xlen_t rdata; } mem_resp_t;
endpackage
module regfile_dualport #(
    parameter DATA_W = 32,
    parameter ADDR_W = 5
) (
    input  wire                      clk,
    input  wire                      rst_n,
    input  wire                      we,
    input  wire [ADDR_W-1:0]         waddr,
    input  wire [DATA_W-1:0]         wdata,
    input  wire [ADDR_W-1:0]         raddr_a,
    output wire [DATA_W-1:0]         rdata_a,
    input  wire [ADDR_W-1:0]         raddr_b,
    output wire [DATA_W-1:0]         rdata_b
);
    reg [DATA_W-1:0] mem [0:(1<<ADDR_W)-1];
    assign rdata_a = mem[raddr_a];
    assign rdata_b = mem[raddr_b];
    always @(posedge clk) begin
        if (!rst_n) begin
        end else begin
            if (we) begin
                mem[waddr] <= wdata;
            end
        end
    end
endmodule

===== ./run.sh =====
#!/bin/bash
# OpenROAD 26Q1-2900-gdf79404cd8, Yosys 0.63+post, stock flow scripts
make -C /OpenROAD-flow-scripts/flow DESIGN_CONFIG=/design/flow/config.mk WORK_HOME=/design/flow/orfs finish

==> flow_summary_export.csv <==
group,metric,value,unit
hold_path,hold_path.startpoint,"wdata[3]",
synthesis,mux_area_share,21.0,%
sta,setup-tns-final,0,ns
sta,fin_crit_sh,85.7,%
sta,clock.fmax,0.185,GHz
drt,drc_errors,0,
global_route,busiest_layer,"met2",
global_route,grt_pass1_vias,32411,
floorplan,core,161000,um2
drt,route.vias.total,31049,
worst_setup_path,cp_common_cell,"clkdlybuf4s50_1",
clocking,holdBufCountCts,0,
sta,setup_viol,0,
synthesis,simple_gate_area_share,4.72,%
clocking,path_clk_slew,0.06,ns
clocking,cts_resized,0,
synthesis,synthCells,3388,
worst_setup_path,slowest_stage,"clkdlybuf4s50_1",
clocking,root_buffer,"clkbuf_16",
drt,drt-wirelength-per-cell,27.0,um
clocking,numCtsBuffers,101,
clocking,clockBufferDepth,3,
clocking,h-tree-depth,3,
synthesis,synthAoiAreaFrac,8.04,%
global_route,grt_pass1_wl,222000,um
outcome,status,"finished, final reports clean",
synthesis,ys_warn_count,1,
sta,slew_headroom,25.8,%
drt,viasPerCell,5.41,
synthesis,ys_cells,3388,
clocking,post_cts_buffers,0,
synthesis,yosys.area_share.xor_xnor,0,%
place,dpl.hpwl,89700,um
synthesis,synth.avg_cell_area,14.4,um2
floorplan,io_pins,114,
synthesis,topCombFamilyByArea,"multiplexers",
hold_path,min_path_cells,2,
drt,n_antenna_cell,0,
floorplan,die_w,405,um
synthesis,ys_seq_share,63.0,%
global_route,use_met3,11.3,%
layout,fin_cells,5740,
layout,largestRegisters,"mem (1024)",
worst_setup_path,crit_path_max_fanout,62,
sta,tightest_slew,1.11,ns
layout,fillers,15156,
place,globalplace.congestion,0.896,
pwr,power,0.0150,W
synthesis,synth_async_sr_flop_share,0,%
pwr,ir_worst_vdd,0.242,mV
drt,drt_wl_total,155000,um
layout,final_layout_size_suffix_gt1_share,9.58,%
synthesis,common_cells,"1024 x edfxtp_1, 1024 x mux2i_1, 197 x nand2_1",
place,dpl.cell_count,5556,
clocking,clock-sinks,1024,
synthesis,ys_sh_adder,0,%
drt,ant_nets,0,
global_route,grt_usage,19.7,%
sta,fin_crit,5.40,ns
pwr,p_leak,20.2,nW
layout,largest_register,"mem",
flow_run,max-cap-violations,0,
global_route,grt_max_degree,78,
synthesis,netlist.area_leader.share,63.0,%
synthesis,yosys_register_bits,1024,
floorplan,rows,147,
synthesis,synth_chip_area,48800,um2
sta,slew_violations,0,
layout,largest_register_ffs,1024,
synthesis,synth_cell_types,25,
worst_setup_path,cpPeakStageDelay,0.63,ns
synthesis,synth.cell_area,48800,um2
worst_setup_path,crit_type,"primary input to primary output",
global_route,antenna_found_initial,9,
worst_setup_path,startpoint_type,"primary input",
synthesis,synth-edff-count,1024,
hold_path,hp-class,"primary input to flip-flop",
worst_setup_path,worstPathArrival,4.14,ns
pwr,powerDensity,266,nW/um2
worst_setup_path,crit_path_cell_trace,"clkdlybuf4s50_1 -> nor2b_4 -> buf_12 -> a22oi_1 -> a31oi_1 -> nand3_1 -> clkdlybuf4s50_1",
global_route,grt.met2_usage,29.7,%
synthesis,top_cells_by_area,"edfxtp_1 63%, mux2i_1 21%, a22oi_1 3.0%",
place,portBuffers,113,
floorplan,die_h,405,um
drt,drt-pass1-iter-count,6,
drt,first_iter_violations,2109,
synthesis,synthFlopType,"edfxtp_1",
synthesis,largest_area_cell,"edfxtp_1",
hold_path,min_to,"mem[30][3]",
floorplan,fp_util,30.3,%
worst_setup_path,crit_path_end_kind,"primary output",
flow_run,warning_count,26,
sta,rsz0062_at_grt,"no",
global_route,overflow,0,
clocking,cts_tree,"done",
layout,area_growth,15.1,%
sta,hold_violations,0,
worst_setup_path,worst_ep_required_time,5.04,ns
floorplan,die_area,164000,um2
global_route,grt_use_met1,24.0,%
==> per-layer routing <==
layer / part of all wire, % / vias up
met5: 0.13 / -
met4: 4.4 / 17
met3: 13 / 310
met2: 46 / 1676
met1: 36 / 15417
li1: - / 13629
==> worst max path at each step <==
stage | from | to | slack, ns | cells after the start
5_1_grt | raddr_a[2] | rdata_a[12] | 0.86 | 8
4_1_cts | raddr_a[2] | rdata_a[4] | 0.93 | 8
6_report | raddr_a[2] | rdata_a[23] | 0.90 | 7
==> worst max-delay path, delay by kind of cell <==
family | cells | cell delay (ns)
compound gates | 2 | 0.54
buf+inv | 3 | 1.55
simple gates | 2 | 0.74
==> power breakdown <==
part	switching [W]	internal (W)	total (W)
sequential	0.0000185	0.00754	0.00756
clock	0.00265	0.00337	0.00602
combinational	0.000845	0.000530	0.00137
==> kinds of logic (layout without fill, tap and decap cells) <==
| logic type | after synthesis | after routing |
|---|---|---|
| buf+inv | 253 | 445 |
| simple gates | 511 | 511 |
| compound gates | 576 | 576 |
| flops | 1024 | 1024 |
| mux | 1024 | 1024 |
==> area by class of cell <==
cell class                 instances  area (um2)  area share [%]
tap                             2160        2700            4.81
sequential                      1024       30700            54.8
multi-input combinational       2111       16800            29.9
clock inverter                    63         664            1.18
clock buffer                     121        2600            4.63
timing repair buffer             261        2650            4.72
==> stage by stage <==
| step | hold slack (ns) | util (%) | worst slack, ns | instance area, um2 |
|---|---|---|---|---|
| final | 1.35 | 34.9 | 0.899 | 56200 |
| after global routing | 1.37 | 34.9 | 0.865 | 56200 |
| after CTS | 1.31 | 34.9 | 0.928 | 56200 |
| after detailed placement | 2.09 | 32.9 | 0.930 | 52900 |
| after global placement | 2.09 | 32.9 | 0.965 | 52900 |
| after floorplan | 1.36 | - | 2.70 | 48800 |
==> layout by cell type, fill, tap and decap left out, drive strengths merged, types with 111 or more instances in the layout <==
master / instances
a21oi: 192
a22o: 128
a22oi: 192
buf: 150
clkbuf: 121
clkdlybuf4s50: 111
edfxtp: 1024
mux2i: 1024
nand2: 197
nand3: 193
No activity file was given, so power comes from the tool's default toggle rates.
